**design/flow/run.sh**
```bash
#!/bin/bash
# OpenROAD 26Q1-2900-gdf79404cd8, Yosys 0.63+post, stock flow scripts
make -C /OpenROAD-flow-scripts/flow DESIGN_CONFIG=/design/flow/config.mk WORK_HOME=/design/flow/orfs finish
```
**design/flow/design.v**
```verilog
`timescale 1ns / 1ps
module stopwatchuptoseconds(
    input clk,
    input rst,
    input start,
    output reg [6:0] sseg_data,
    output reg dp,
    output reg [7:0] ssg_ctrl
);
reg [3:0] seconds10;
reg [3:0] seconds1;
reg [3:0] minutes10; 
reg [3:0]minutes1;
reg [3:0] hours10;
reg [3:0] hours1; 
reg [63:0] count; 
wire clk_out;
always @ (posedge clk or posedge rst) begin
    if (rst)
        count <= 0;
    else if (count == 100000000) 
	 begin
        count <= 0;
	end
    else if (start) 
        count <= count + 1;
end
assign clk_out = (count == 100000000) ? 1'b1 : 1'b0; 
always @ (posedge clk or posedge rst) begin
    if (rst) begin
        seconds10 <= 0;
        seconds1 <= 0;
        minutes10 <= 0;
        minutes1 <= 0;
        hours10 <= 0;
        hours1 <= 0;
    end else if (clk_out) begin
            if (seconds10 == 9) begin
                seconds10 <= 0;
                if (seconds1 == 5) begin
                    seconds1 <= 0;
                    if (minutes10 == 9) begin
                        minutes10 <= 0;
                        if (minutes1 == 5) begin
                            minutes1 <= 0;
                            if (hours10 == 9) begin
                                hours10 <= 0;
                                if (hours1 == 9)
                                    hours1 <= 0;
                                else
                                    hours1 <= hours1 + 1;
                            end else
                                hours10 <= hours10 + 1;
                        end else
                            minutes1 <= minutes1 + 1;
                    end else
                        minutes10 <= minutes10 + 1;
                end else
                    seconds1 <= seconds1 + 1;
            end else
                seconds10 <= seconds10 + 1;
    end
end
reg [27:0] counter; 
always @ (posedge clk or posedge rst) begin
    if (rst)
        counter <= 0;
    else
        counter <= counter + 1;
end
reg [6:0] sseg;
always @ (*) begin
    case(counter[16:14])
        3'b000: begin
            ssg_ctrl = 8'b11111111;
            dp = 1'b1;
        end
        3'b001: begin 
            ssg_ctrl = 8'b11111111;
            dp = 1'b1;
        end
        3'b010: begin
		              sseg = seconds10;
            ssg_ctrl = 8'b11111011;
            dp = 1'b1;
        end
        3'b011: begin
		              sseg = seconds1;
            ssg_ctrl = 8'b11110111;
            dp = 1'b1;
        end
        3'b100: begin
		              sseg = minutes10;
            ssg_ctrl = 8'b11101111;
            dp = 1'b0;
        end
        3'b101: begin
		              sseg = minutes1;
            ssg_ctrl = 8'b11011111;
            dp = 1'b1;
        end
        3'b110: begin
            sseg = hours10;
            ssg_ctrl = 8'b10111111;
            dp = 1'b0;
        end
        3'b111: begin
		              sseg = hours1;
            ssg_ctrl = 8'b01111111;
            dp = 1'b1;
        end
    endcase
    case(sseg) 
        4'd0 : sseg_data = 7'b1000000;
        4'd1 : sseg_data = 7'b1111001;
        4'd2 : sseg_data = 7'b0100100;
        4'd3 : sseg_data = 7'b0110000;
        4'd4 : sseg_data = 7'b0011001;
        4'd5 : sseg_data = 7'b0010010;
        4'd6 : sseg_data = 7'b0000010;
        4'd7 : sseg_data = 7'b1111000;
        4'd8 : sseg_data = 7'b0000000; 
        4'd9 : sseg_data = 7'b0010000;
        default : sseg_data = 7'b0111111;
    endcase
end
endmodule
```
**design/flow/config.mk**
```make
export PLATFORM = sky130hd
export DESIGN_NAME = stopwatchuptoseconds
export DESIGN_NICKNAME = stopwatchuptoseconds
export VERILOG_FILES = /design/flow/design.v
export SDC_FILE = /design/flow/constraint.sdc
export NUM_CORES = 4
export LEC_CHECK = 1
export CORE_UTILIZATION = 30
```
**design/flow/constraint.sdc**
```tcl
current_design stopwatchuptoseconds

set clk_period 7.0
set clk_io_pct 0.2

create_clock -name clk0 -period $clk_period [get_ports {clk}]

set non_clock_inputs [all_inputs -no_clocks]
set_input_delay [expr $clk_period * $clk_io_pct] -clock clk0 $non_clock_inputs
set_output_delay [expr $clk_period * $clk_io_pct] -clock clk0 [all_outputs]
```
==> run_results.csv <==
group,metric,value,unit
run_status,status,"finished clean",
finish,regArea,0.00263,sq mm
global_route,grt_start_max_net_pins,41,
global_route,grt_pass1_wl,19500,microns
drt,diodes,0,
finish,logic_area,0.00278,sq mm
clocking,cts_tree,"built",
placement,placedCellCount,791,
final_timing,min_period,4.46,ns
synthesis,edf_count,0,
drt,drc,0,
floorplan,rows,49,
clocking,postCtsSetupBuffers,0,
floorplan,core_area,0.0181,sq mm
clocking,hold_buffers,0,
final_timing,setup_viol,0,
critical_path,max_stage_delay,0.66,ns
final_timing,slew_violations,0,
global_route,met1_usage,19.6,%
final_timing,rsz0062_at_grt,"no",
synthesis,topCellsByArea,"dfrtp_1, xnor2_1, xor2_1, nand2_1, nand4_1",
clocking,clock_latency,0.35,ns
final_timing,tns,0,ns
clocking,clk_pin_slew,0.07,ns
floorplan,die-area,0.0191,sq mm
min_path,min_path_type,"flop to flop",
critical_path,path_cells,"nand2_1 > mux2i_1 > o21ai_0 > inv_1 > ha_1 > o221ai_1 > clkdlybuf4s50_1",
clocking,cts-root-buf,"clkbuf_16",
synthesis,yosysWarningCount,1,
synthesis,synth_cell_types,49,
drt,drt_iter0_markers,289,
clocking,htreeDepth,3,
pwr,leakagePower,2.76,nW
synthesis,synth_flops,105,
clocking,clockBufferDepth,2,
critical_path,worst-path-buf-inv,2,
synthesis,ff_type,"dfrtp_1",
drt,wl_per_cell,13.6,microns
critical_path,crit_family,"AND-OR/OR-AND gates",
critical_path,critPathMaxFanout,18,
floorplan,floorplan.core_util,30.8,%
global_route,top_usage_layer,"met1",
placement,gp_congestion,0.889,
synthesis,syn_area_per_cell,9.96,sq um
finish,drive_above_1_share,6.57,%
synthesis,netlist.area_leader.share,47.1,%
clocking,cts_resized,0,
global_route,grt_util_met3,1.94,%
final_timing,clock.fmax,224,MHz
placement,portBuffers,16,
finish,synthToLayoutAreaGrowth,12.2,%
floorplan,die_w,138,microns
drt,vias_per_cell,4.96,
finish,fin_util,34.6,%
floorplan,ioPinCount,19,
drt,routed_wl,10900,microns
final_timing,tightest_slew,0.634,ns
pwr,power_density,194,mW/mm^2
global_route,grt_usage,12.4,%
final_timing,skew,0.00973,ns
pwr,vdd_drop_max,0.106,mV
synthesis,yosysChipArea,0.00558,sq mm
critical_path,critPathLaunchType,"flop",
synthesis,yosys.area.top_type,"dfrtp_1",
drt,drt-pass1-iter-count,4,
run,warning_count,28,
global_route,grt_pass1_vias,3875,
global_route,overflow,0,
clocking,numCtsBuffers,9,
drt,ant_nets,0,
floorplan,fp.dieH,138,microns
critical_path,end_kind,"output pin",
placement,place_hpwl,7730,microns
finish,final_cell_count_no_fill,807,
global_route,grt_antenna_before_repair,0,
final_timing,fin_crit_sh,63.7,%
synthesis,most_common_cell,"dfrtp_1",
synthesis,ys_async_sr_fraction,100,%
drt,vias,4000,
finish,fill_cells,1743,
global_route,met2_usage,18.9,%
synthesis,postSynthSeqShare,47.1,%
synthesis,common_cells,"dfrtp_1, nand2_1, xnor2_1",
synthesis,netlist_area,0.00558,sq mm
critical_path,path_class,"flop to output pin",
critical_path,cp_data_arrival_time,3.06,ns
clocking,cts_sinks,105,
critical_path,cp.required,5.60,ns
synthesis,ys_cells,560,
final_timing,relSlewSlack,57.4,%
final_timing,hold_viol,0,
run,drv_cap,0,
critical_path,crit_slowest_cell,"dfrtp_1",
synthesis,syn_inst,560,
-- cell families (layout without fill, tap and decap cells) --
| family | count (synthesis) | in the layout | synth area share [%] |
|---|---|---|---|
| AND/OR/NAND/NOR | 268 | 268 | 27.7 |
| flip-flops | 105 | 105 | 47.1 |
| XOR/XNOR | 88 | 88 | 13.8 |
| AND-OR/OR-AND | 41 | 41 | 4.35 |
| buffers and inverters | 41 | 58 | 3.10 |
| multiplexers | 10 | 10 | 2.51 |
| adder cells (fa/ha/maj) | 6 | 6 | 1.35 |
| other | 1 | 2 | 0.0672 |
-- final timing paths --
kind	start	to	slack, ns	cells past startpoint
min	counter[0]$_DFF_PP0_	counter[0]$_DFF_PP0_	0.47	1
min reg2reg	counter[0]$_DFF_PP0_	counter[0]$_DFF_PP0_	0.47	1
min in group asynchronous	rst	counter[6]$_DFF_PP0_	1.42	2
max	counter[14]$_DFF_PP0_	sseg_data[3]	2.54	7
max in group asynchronous	rst	count[49]$_DFFE_PP0P_	4.26	4
max reg2reg	count[0]$_DFFE_PP0P_	count[63]$_DFFE_PP0P_	4.43	9
-- sequential cells by signal, summed over array words and instances (netlist names) --
register and count:
count 64, counter 17, hours10 4, hours1 4, minutes10 4, minutes1 4, seconds10 4, seconds1 4
-- power breakdown --
group / total (mW) / switching [mW] / leakage (nW) / internal (mW)
clock network: 0.481 / 0.232 / 0.140 / 0.250
logic: 0.0753 / 0.0419 / 1.19 / 0.0334
registers: 0.660 / 0.0343 / 1.43 / 0.626
-- metal layers --
metal,vias up,wire length (microns)
li1,2018,-
met1,1927,5510
met2,44,4970
met3,11,300
met4,0,161
met5,-,0
-- cell usage in the layout (no fill, tap or decap), types with 6 or more instances in the layout --
cell type	count
a21oi_1	8
nand4_1	33
dfrtp_1	105
clkdlybuf4s50_1	16
nand2_1	55
nor3_1	17
ha_1	6
and4_1	9
xor2_1	39
nor2_1	37
and3_1	14
nor4b_1	8
nor4_1	18
clkbuf_16	9
nor3b_1	7
inv_1	20
o21ai_0	13
xnor2_1	49
nand3_1	31
-- layout make-up --
cell class / instances / area share (%)
tap: 229 / 4.58
timing repair buffer: 21 / 3.16
clock inverter: 6 / 0.880
multi-input combinational: 415 / 44.4
inverter: 21 / 1.30
sequential: 105 / 42.0
clock buffer: 10 / 3.66
-- through the flow --
| stage | power [mW] | hold WS (ns) | instance area, sq um | worst slack (ns) |
|---|---|---|---|---|
| 2_1_floorplan | 0.728 | 0.436 | 5580 | 2.84 |
| 3_3_place_gp | 0.745 | 0.452 | 5970 | 3.01 |
| 3_5_place_dp | 0.745 | 0.461 | 5970 | 2.93 |
| 4_1_cts | 1.24 | 0.475 | 6260 | 2.54 |
| 5_1_grt | 1.28 | 0.505 | 6260 | 2.23 |
| 6_report | 1.22 | 0.468 | 6260 | 2.54 |
-- worst register-to-register path, stage by stage, from the launching register on --
cell and delay, ns:
dfrtp_1 0.43, inv_1 0.08, ha_1 0.16, nor4b_1 0.29, nand4_1 0.21, nor4_4 0.48, o21ai_1 0.11, buf_4 0.23
nor4_4 0.32, xor2_1 0.17
No activity file was given, so power comes from the tool's default toggle rates.
